==> ./design.v <==
`timescale 10ns / 10ns
module alu(
    input [31:0] operand_a,
    input [31:0] operand_b,
    input [3:0] op_select,
    output logic [31:0] result
);
    const logic [3:0] IADD = 4'b0000;
    const logic [3:0] ISUB = 4'b0001;
    const logic [3:0] IMUL = 4'b0010;
    const logic [3:0] INEG = 4'b0101;
    const logic [3:0] ISHL = 4'b1100;
    const logic [3:0] ISHR = 4'b1101;
    const logic [3:0] IAND = 4'b1111;
    const logic [3:0] IOR  = 4'b1000;
    const logic [3:0] IXOR = 4'b1001;
    always_comb
        begin
            case (op_select)
                IADD: begin
                    result = operand_a + operand_b;
                end
                ISUB: begin
                    result = operand_a - operand_b;
                end
                IMUL: begin
                    result = operand_a[15:0] * operand_b[15:0];
                end
                IAND: begin
                    result = operand_a & operand_b;
                end
                IOR: begin
                    result = operand_a | operand_b;
                end
                IXOR: begin
                    result = operand_a ^ operand_b;
                end
                INEG: begin
                    result = ~operand_a + 1;
                end
                ISHL: begin
                    result = operand_a << (operand_b & 32'h0000_001f);
                end
                ISHR: begin
                    result = operand_a >> (operand_b & 32'h0000_001f);
                end
                default: begin
                    result = 32'hXXXX;
                end
            endcase
        end
endmodule
`timescale 10ns / 10ns
module word_rx(
    input clk,
    input [7:0] in,
    input byte_done,
    output [31:0] out,
    output done
);
    logic [31:0] acc;   
    logic rx_done;      
    logic [1:0] index;  
    initial begin
        index <= 0;
        acc <= 32'h00000000;
        rx_done <= 0;
    end
    always @ (negedge clk) begin
        if (rx_done) begin
            rx_done <= 0;
        end
        if (byte_done) begin
            case (index)
                2'b00: begin
                    index <= index + 1;
                    acc[7:0] <= in[7:0];
                end
                2'b01: begin
                    index <= index + 1;
                    acc[15:8] <= in[7:0];
                end
                2'b10: begin
                    index <= index + 1;
                    acc[23:16] <= in[7:0];
                end
                2'b11: begin
                    index <= 2'b00;
                    rx_done <= 1;
                    acc[31:24] <= in[7:0];
                end
                default: begin
                    index <= 2'b00;
                end
            endcase
        end
    end
    assign out = acc;
    assign done = rx_done;
endmodule
`timescale 10ns / 10ns
module word_tx(
    input clk,
    input [31:0] in,
    input send_in,
    input sent,
    output [7:0] out,
    output send_out,
    output done
);
    const logic [1:0] IDLE = 2'b00;
    const logic [1:0] SEND = 2'b01;
    const logic [1:0] DONE = 2'b10;
    logic [7:0] tx_byte;  
    logic uart_send;      
    logic tx_done;        
    logic [1:0] state;
    logic [2:0] count;    
    logic [31:0] word;    
    initial begin
        state <= IDLE;
        uart_send <= 0;
        word[31:0] <= 32'h00000000;
        tx_byte[7:0] <= 8'h00;
        count[2:0] <= 3'b000;
        tx_done <= 0;
    end
    always @ (negedge clk) begin
        if (uart_send) begin
            uart_send <= 0;
        end
        if (state == IDLE && send_in) begin
            state <= SEND;
            count <= 3'b001;
            word[31:0] <= in[31:0];
            uart_send <= 1;
        end
        if (state == DONE) begin
            state <= IDLE;
            count <= 3'b000;
            tx_done <= 0;
        end
        if (state == SEND) begin
            case (count)
                3'b001: begin
                    tx_byte[7:0] <= word[7:0];
                end
                3'b010: begin
                    tx_byte[7:0] <= word[15:8];
                end
                3'b011: begin
                    tx_byte[7:0] <= word[23:16];
                end
                3'b100: begin
                    tx_byte[7:0] <= word[31:24];
                end
                default: begin
                    tx_byte <= 8'hXX;
                end
            endcase
        end
        if (state == SEND && sent) begin
            if (count == 3'b100) begin
                state <= DONE;
                tx_done <= 1;
            end
            else begin
                count <= count + 1;
                uart_send <= 1;
            end
        end
    end
    assign send_out = uart_send;
    assign out = tx_byte;
    assign done = tx_done;
endmodule
`timescale 10ns / 10ns
module uart_calc(
    input clk,
    input uart_in,
    output uart_out,
    output debug_out,
    output [1:0] state
);
    logic uart_rx_done;
    logic [7:0] wordrx_byte_in;
    uart_rx #(.CYCLES_PER_BIT(104))
    uart_receiver(
        .clk(clk),
        .rx(uart_in),
        .done(uart_rx_done),
        .out(wordrx_byte_in)
    );
    logic word_rx_done;
    logic [31:0] word_rx_out;
    word_rx word_receiver(
        .clk(clk),
        .in(wordrx_byte_in),
        .byte_done(uart_rx_done),
        .out(word_rx_out),
        .done(word_rx_done)
    );
    logic [1:0] rx_count;
    logic [31:0] a, b;
    logic [3:0] op;
    logic [31:0] lo;
    logic op_done;
    initial begin
        rx_count <= 2'b00;
    end
    always @ (negedge clk) begin
        if (word_rx_done) begin
            case (rx_count)
                2'b00: begin
                    a[31:0] <= word_rx_out[31:0];
                    rx_count <= rx_count + 1;
                end
                2'b01: begin
                    b[31:0] <= word_rx_out[31:0];
                    rx_count <= rx_count + 1;
                end
                2'b10: begin
                    op[3:0] <= word_rx_out[3:0];
                    op_done <= 1;
                    rx_count <= 2'b00;
                end
                default: begin
                    a <= 32'hXXXXXXXX;
                    b <= 32'hXXXXXXXX;
                    op <= 4'hX;
                    rx_count <= 2'b00;
                end
            endcase
        end
        else begin
            op_done <= 0;
        end
    end
    alu calc_alu(
        .operand_a(a),
        .operand_b(b),
        .op_select(op),
        .result(lo)
    );
    logic byte_sent;
    logic [7:0] tx_data_in;
    logic tx_send;
    logic [31:0] lo_out;
    logic word_send;
    logic word_sent;
    always @ (posedge clk) begin
        if (op_done) begin
            lo_out[31:0] <= lo[31:0];
            word_send <= 1;
        end
        else begin
            word_send <= 0;
        end
    end
    word_tx result_transmitter(
        .clk(clk),
        .in(lo_out),
        .send_in(word_send),
        .sent(byte_sent),
        .out(tx_data_in),
        .send_out(tx_send),
        .done(word_sent)
    );
    logic uart_out_wire;
    uart_tx #(.CYCLES_PER_BIT(104))
    uart_transmitter(
        .clk(clk),
        .in(tx_data_in),
        .send(tx_send),
        .tx(uart_out_wire),
        .done(byte_sent)
    );
    assign uart_out = uart_out_wire;
    assign debug_out = uart_out_wire;
    assign state[1:0] = rx_count[1:0];
endmodule
`timescale 10ns / 10ns
module uart_rx #(
    parameter CYCLES_PER_BIT = 10400
) (
    input clk,
    input rx,
    output done,
    output [7:0] out
);
    const logic [1:0] IDLE  = 2'b00;
    const logic [1:0] START = 2'b01;
    const logic [1:0] DATA  = 2'b10;
    const logic [1:0] STOP  = 2'b11;
    logic [7:0] value;    
    logic rx_done;        
    logic [1:0] state;    
    logic [15:0] cycles;  
    logic [2:0] index;    
    initial begin
        state <= IDLE;
        value <= 8'h00;
    end
    always @ (posedge clk)
        begin
            case (state)
                IDLE: begin
                    cycles <= 8'h00;
                    index <= 3'b000;
                    rx_done <= 0;
                    if (rx == 0)
                        state <= START;
                    else
                        state <= IDLE;
                end
                START: begin
                    if (cycles == (CYCLES_PER_BIT - 1) / 2) begin
                        if (rx == 0) begin
                            cycles <= 8'h00;
                            state <= DATA;
                        end
                        else
                            state <= IDLE;
                    end
                    else 
                        begin
                            cycles <= cycles + 1;
                            state <= START;
                        end
                end
                DATA: begin
                    if (cycles > CYCLES_PER_BIT - 1) begin
                        cycles <= 8'h00;
                        value[index] <= rx;
                        if (index < 7) begin
                            index <= index + 1;
                            state <= DATA;
                        end
                        else
                            begin
                                index <= 3'b000;
                                state <= STOP;
                            end
                    end
                    else
                        begin
                            cycles <= cycles + 1;
                            state <= DATA;
                        end
                end
                STOP: begin
                    if (cycles > CYCLES_PER_BIT - 1) begin
                        cycles <= 8'h00;
                        state <= IDLE;
                        rx_done <= 1;
                    end
                    else
                        begin
                            cycles <= cycles + 1;
                            state <= STOP;
                        end
                end
                default: begin
                    state <= IDLE;
                end
            endcase
        end
    assign done = rx_done;
    assign out = value;
endmodule
`timescale 10ns / 10ns
module uart_tx #(
    parameter CYCLES_PER_BIT = 10400
) (
    input clk,
    input [7:0] in,
    input send,
    output tx,
    output done
);
    const logic [1:0] IDLE  = 2'b00;
    const logic [1:0] START = 2'b01;
    const logic [1:0] DATA  = 2'b10;
    const logic [1:0] STOP  = 2'b11;
    logic tx_value;      
    logic tx_done;       
    logic [7:0] value;   
    logic [1:0] state;   
    logic [15:0] cycles;  
    logic [2:0] index;   
    initial begin
        state <= IDLE;
        tx_value <= 1;
        cycles <= 0;
    end
    always @ (posedge clk)
    begin
        case (state)
            START: begin
                if (cycles > CYCLES_PER_BIT - 1)
                    begin
                        state <= DATA;
                        cycles <= 0;
                    end
                else
                    begin
                        state <= START;
                        tx_value <= 0;
                        cycles <= cycles + 1;
                        tx_done <= 0;
                        value <= in;
                        index <= 0;
                    end
            end
            DATA: begin
                if (cycles > CYCLES_PER_BIT - 1)
                    begin
                        if (index < 7)
                            begin
                                index <= index + 1;
                                tx_value <= value[index];
                                cycles <= 0;
                            end
                        else
                            begin
                                state <= STOP;
                                cycles <= 0;
                            end
                    end
                else
                    begin
                        tx_value <= value[index];
                        cycles <= cycles + 1;
                    end
            end
            STOP: begin
                if (cycles > CYCLES_PER_BIT - 1)
                    begin
                        state <= IDLE;
                        tx_done <= 1;
                        index <= 0;
                    end
                else
                    begin
                        tx_value <= 1;
                        cycles <= cycles + 1;
                    end
            end
            IDLE: begin
                if (send == 1)
                    begin
                        state <= START;
                    end
                else
                    begin
                        state <= IDLE;
                    end
                tx_done <= 0;
                tx_value <= 1;
                cycles <= 0;
            end
            default: begin
                state <= IDLE;
            end
        endcase
    end
    assign tx = tx_value;
    assign done = tx_done;
endmodule
==> ./run.sh <==
#!/bin/bash
# OpenROAD 26Q1-2900-gdf79404cd8, Yosys 0.63+post, stock flow scripts
make -C /OpenROAD-flow-scripts/flow DESIGN_CONFIG=/design/flow/config.mk WORK_HOME=/design/flow/orfs finish
==> ./config.mk <==
export PLATFORM = sky130hd
export DESIGN_NAME = uart_calc
export DESIGN_NICKNAME = uart_calc
export VERILOG_FILES = /design/flow/design.v
export SDC_FILE = /design/flow/constraint.sdc
export NUM_CORES = 4
export LEC_CHECK = 1
export CORE_UTILIZATION = 30
export SYNTH_HDL_FRONTEND = slang
==> ./constraint.sdc <==
current_design uart_calc

set clk_period 18.7
set clk_io_pct 0.2

create_clock -name clk0 -period $clk_period [get_ports {clk}]

set non_clock_inputs [all_inputs -no_clocks]
set_input_delay [expr $clk_period * $clk_io_pct] -clock clk0 $non_clock_inputs
set_output_delay [expr $clk_period * $clk_io_pct] -clock clk0 [all_outputs]
==> impl_metrics.csv <==
group,metric,value,unit
run_status,status,"finished clean",
detailed_routing,drtPass1Iterations,6,
final_timing,whs,0.4310,ns
setup_path,slowest_delay,0.77,ns
setup_path,regToRegStartpoint,"b[7]$_DFFE_NP_",
grt,grt_pass1_wl,135600,µm
setup_path,cp.required,19.02,ns
die,die_area,0.08872,mm²
placement,gp_congestion,1.014,
die,chipHeight,297.9,µm
yosys,synthDistinctLibCells,89,
setup_path,end_kind,"flop",
yosys,ys_sh_adder,25.52,%
final_timing,setup_tns,0,ns
power,combPwrFrac,9.9,%
detailed_routing,top_layer,"met5",
grt,first_global_vias,21970,
cells_and_area,lay_top_count,"inv_1",
clock_tree,cts_hold_buf,0,
detailed_routing,route.met2.wl,39980,µm
setup_path,cp_slowest_cell,"edfxtp_1",
yosys,avgSynthCellArea,9.217,µm²
die,die_width,297.9,µm
clock_tree,clk_pin_slew_worst_paths,0.08,ns
clock_tree,clock.latency.late_pin,0.60,ns
final_timing,worst_pin_slew,0.9168,ns
detailed_routing,avgViaCountPerCell,5.347,
power,p_seq_share,44.6,%
yosys,flop_cell,"edfxtp_1",
yosys,ys_area,0.02626,mm²
cells_and_area,layout_top_cells_excl_fill_tap,"472 x inv_1, 339 x nor2_1, 275 x nand2_1",
hold_path,whs_endpoint,"b[21]$_DFFE_NP_",
grt,grt_max_degree,54,
detailed_routing,drt-total-wl,89150,µm
yosys,yosysSeqAreaShare,27.02,%
setup_path,crit_type,"flop to flop",
clock_tree,cts.sinks,247,
detailed_routing,drt_iter0_drc,1926,
hold_path,min_path_cells,0,
power,p_sw,388.1,µW
yosys,ys_cells,2849,
grt,grt-ovfl-total,0,
die,fp_util,30.27,%
setup_path,critPathLaunchType,"flop",
power,power.internal,988.5,µW
hold_path,hold_path_class,"flop to flop",
setup_path,crit_arrival,17.07,ns
power,ir_drop,0.06203,mV
yosys,edf_count,215,
setup_path,rrSetupSlack,1.95,ns
yosys,yosysWarnings,0,
power,p_leak,12.43,nW
clock_tree,htree_levels,1,
setup_path,crit_chain,"ha_1 > inv_1 > fa_1 > inv_1 > fa_1 > inv_1 > fa_1 > inv_1 > fa_1 > fa_1 > inv_1 > fa_1 > inv_1 > ha_1 > nand3_1 > a21boi_0 > o31ai_1 > o211a_1 > nand2b_1 > o21ai_0 > o31a_1 > mux2i_1 > o211ai_1 > o311ai_1",
yosys,netlist_area,0.02626,mm²
detailed_routing,wl_met3,9686,µm
detailed_routing,final_antenna_net_count,0,
placement,io_buffers,5,
yosys,synth-simple-area-share,14.97,%
job,max-cap-violations,0,
power,cellPowerDensity,47.50,mW/mm²
final_timing,setup_viol,0,
job,warnings,254,
placement,dp_hpwl,67860,µm
power,clkPwrFrac,45.5,%
yosys,ys_sh_aoi,14.97,%
clock_tree,cts_buffer_depth,3,
clock_tree,cts_setup_buffers,0,
yosys,mux_area_share,6.785,%
grt,antenna_found_initial,2,
yosys,synth_cells,2849,
detailed_routing,wl_per_cell,21.75,µm
final_timing,maxSlewViolCount,0,
yosys,synthTopLogicFamily,"adder cells",
final_timing,relSlewSlack,38.11,%
final_timing,hold_viol_final,0,
grt,track_usage,20.92,%
yosys,numSynthFlops,247,
setup_path,reg2reg_depth,24,
final_timing,rsz0062_at_grt,"false",
die,ios,6,
power,p_sw_share,28.19,%
yosys,xor_share,3.335,%
die,num_rows,108,
cells_and_area,areaGrowthSynthToFinish,10.36,%
setup_path,path_max_fanout,14,
cells_and_area,drive_above_1_share,7.206,%
clock_tree,cts_tree,"built",
die,core_area,0.08675,mm²
setup_path,r2r-end,"lo_out[31]$_DFFE_PP_",
final_timing,fin_skew,0.08061,ns
detailed_routing,drc_errors,0,
clock_tree,cts_resized,0,
yosys,ys_async_sr_fraction,0,%
clock_tree,cts_buffers,25,
clock_tree,cts_root_buf,"clkbuf_16",
hold_path,min_from,"word_receiver.out[21]$_DFFE_NP_",
detailed_routing,via_count,21910,
detailed_routing,m1WireLength,36090,µm
==> Yosys cell counts (all sizes together) (19+ instances only) <==
| master | n | area share [%] |
|---|---|---|
| ha | 222 | 11 |
| nand3 | 38 | 0.72 |
| fa | 196 | 15 |
| inv | 321 | 4.6 |
| a211oi | 37 | 1.1 |
| xnor2 | 70 | 2.3 |
| o211ai | 32 | 0.91 |
| a21oi | 150 | 2.9 |
| nor2b | 21 | 0.50 |
| mux4 | 56 | 4.8 |
| a21o | 19 | 0.54 |
| buf | 47 | 0.85 |
| edfxtp | 215 | 25 |
| dfxtp | 32 | 2.4 |
| clkbuf | 127 | 1.8 |
| nand2b | 23 | 0.55 |
| nor3 | 58 | 1.1 |
| and2 | 27 | 0.64 |
| o21ai | 132 | 2.5 |
| xor2 | 30 | 1.0 |
| nor2 | 343 | 5.0 |
| mux2i | 43 | 1.6 |
| nand2 | 275 | 3.9 |
==> per-layer routing <==
| layer | track usage, % | vias up |
|---|---|---|
| li1 | - | 10070 |
| met5 | 0.2165 | - |
| met2 | 31.25 | 1032 |
| met1 | 28.77 | 10620 |
| met3 | 7.818 | 190 |
| met4 | 6.716 | 2 |
==> logic make-up after synthesis <==
logic type                 Yosys count
DFF                                247
AOI/OAI and AO/OA                  591
and+or+nand+nor                    881
adders and majority gates          418
buffers and inverters              505
xor gates and xnor gates           100
muxes                              107
==> power by group through the flow <==
stage / clock network, mW / logic [mW] / registers [mW]
CTS: 0.648 / 0.136 / 0.613
finish: 0.626 / 0.137 / 0.614
global route: 0.694 / 0.148 / 0.614
==> worst max-delay path, delay by kind of cell (launching register included) <==
| kind | cells | cell delay (ns) |
|---|---|---|
| fa+ha+maj | 8 | 3.75 |
| simple gates | 2 | 0.32 |
| buf+inv | 6 | 0.39 |
| compound gates | 7 | 1.63 |
| flops | 1 | 0.77 |
| mux | 1 | 0.24 |
==> how the worst max path moves through the flow <==
stage | startpoint | slack (ns) | cells past startpoint | endpoint
4_1_cts | b[7]$_DFFE_NP_ | 1.96 | 24 | lo_out[31]$_DFFE_PP_
5_1_grt | b[7]$_DFFE_NP_ | 1.62 | 24 | lo_out[31]$_DFFE_PP_
6_report | b[7]$_DFFE_NP_ | 1.95 | 24 | lo_out[31]$_DFFE_PP_
==> flip-flops by register name, indices dropped and copies added, names as in the netlist, 4 cells and up <==
| name | count |
|---|---|
| a | 32 |
| b | 32 |
| lo_out | 32 |
| op | 4 |
| result_transmitter.out | 8 |
| result_transmitter.word | 32 |
| uart_receiver.cycles | 16 |
| uart_receiver.out | 8 |
| uart_transmitter.cycles | 16 |
| uart_transmitter.value | 8 |
| word_receiver.out | 32 |
==> stage by stage <==
stage	util (%)	std cells	setup WS, ns	power [mW]	cell area (µm²)
4_1_cts	33.40	4097	1.963	1.397	28980
3_3_place_gp	31.78	3899	2.023	0.8061	27570
6_report	33.41	4098	1.947	1.377	28980
5_1_grt	33.40	4097	1.623	1.457	28980
3_5_place_dp	31.78	3899	2.023	0.8052	27570
2_1_floorplan	-	2849	2.226	0.7582	26260
==> final cells by class <==
type | count | area [µm²]
repair buffers | 69 | 530.5
clock buffers | 28 | 678.2
clock inverters | 171 | 738.2
diodes | 1 | 2.502
inverters | 330 | 1239
well taps | 1155 | 1445
multi-input cells | 2097 | 17250
flip-flops and latches | 247 | 7097
fillers | 8895 | 57770
Power and IR drop assume default switching activity.
