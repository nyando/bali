## ./run.sh

```bash
#!/bin/bash
# OpenROAD 26Q1-2900-gdf79404cd8, Yosys 0.63+post, stock flow scripts
make -C /OpenROAD-flow-scripts/flow DESIGN_CONFIG=/design/flow/config.mk WORK_HOME=/design/flow/orfs finish
```

## ./design.v

```verilog
`timescale 10ns / 10ns
module clkdiv(
    input clk,
    output divclk
);
    parameter CLKDIV_FACTOR = 100;
    logic [7:0] counter;
    logic clk_out;
    initial begin
        counter <= 1;
        clk_out <= 0;
    end
    always @ (posedge clk)
    begin
        counter <= counter + 1;
        if (counter == CLKDIV_FACTOR / 2) begin
            counter <= 1;
            clk_out <= ~clk_out;
        end
    end
    assign divclk = clk_out;
endmodule
`timescale 10ns / 10ns
module uart_echo(
    input clk,
    input uart_in,
    output uart_out
);
    wire clock;
    wire rx_done;
    wire tx_done;
    wire [7:0] rx_byte;
    clkdiv divider(clk, clock);
    uart_rx receiver(.clk(clock),
                     .rx(uart_in),
                     .done(rx_done),
                     .out(rx_byte));
    uart_tx transmitter(.clk(clock),
                        .in(rx_byte),
                        .send(rx_done),
                        .tx(uart_out),
                        .done(tx_done));
endmodule
`timescale 10ns / 10ns
module uart_rx #(
    parameter CYCLES_PER_BIT = 10400
) (
    input clk,
    input rx,
    output done,
    output [7:0] out
);
    const logic [1:0] IDLE  = 2'b00;
    const logic [1:0] START = 2'b01;
    const logic [1:0] DATA  = 2'b10;
    const logic [1:0] STOP  = 2'b11;
    logic [7:0] value;    
    logic rx_done;        
    logic [1:0] state;    
    logic [15:0] cycles;  
    logic [2:0] index;    
    initial begin
        state <= IDLE;
        value <= 8'h00;
    end
    always @ (posedge clk)
        begin
            case (state)
                IDLE: begin
                    cycles <= 8'h00;
                    index <= 3'b000;
                    rx_done <= 0;
                    if (rx == 0)
                        state <= START;
                    else
                        state <= IDLE;
                end
                START: begin
                    if (cycles == (CYCLES_PER_BIT - 1) / 2) begin
                        if (rx == 0) begin
                            cycles <= 8'h00;
                            state <= DATA;
                        end
                        else
                            state <= IDLE;
                    end
                    else 
                        begin
                            cycles <= cycles + 1;
                            state <= START;
                        end
                end
                DATA: begin
                    if (cycles > CYCLES_PER_BIT - 1) begin
                        cycles <= 8'h00;
                        value[index] <= rx;
                        if (index < 7) begin
                            index <= index + 1;
                            state <= DATA;
                        end
                        else
                            begin
                                index <= 3'b000;
                                state <= STOP;
                            end
                    end
                    else
                        begin
                            cycles <= cycles + 1;
                            state <= DATA;
                        end
                end
                STOP: begin
                    if (cycles > CYCLES_PER_BIT - 1) begin
                        cycles <= 8'h00;
                        state <= IDLE;
                        rx_done <= 1;
                    end
                    else
                        begin
                            cycles <= cycles + 1;
                            state <= STOP;
                        end
                end
                default: begin
                    state <= IDLE;
                end
            endcase
        end
    assign done = rx_done;
    assign out = value;
endmodule
`timescale 10ns / 10ns
module uart_tx #(
    parameter CYCLES_PER_BIT = 10400
) (
    input clk,
    input [7:0] in,
    input send,
    output tx,
    output done
);
    const logic [1:0] IDLE  = 2'b00;
    const logic [1:0] START = 2'b01;
    const logic [1:0] DATA  = 2'b10;
    const logic [1:0] STOP  = 2'b11;
    logic tx_value;      
    logic tx_done;       
    logic [7:0] value;   
    logic [1:0] state;   
    logic [15:0] cycles;  
    logic [2:0] index;   
    initial begin
        state <= IDLE;
        tx_value <= 1;
        cycles <= 0;
    end
    always @ (posedge clk)
    begin
        case (state)
            START: begin
                if (cycles > CYCLES_PER_BIT - 1)
                    begin
                        state <= DATA;
                        cycles <= 0;
                    end
                else
                    begin
                        state <= START;
                        tx_value <= 0;
                        cycles <= cycles + 1;
                        tx_done <= 0;
                        value <= in;
                        index <= 0;
                    end
            end
            DATA: begin
                if (cycles > CYCLES_PER_BIT - 1)
                    begin
                        if (index < 7)
                            begin
                                index <= index + 1;
                                tx_value <= value[index];
                                cycles <= 0;
                            end
                        else
                            begin
                                state <= STOP;
                                cycles <= 0;
                            end
                    end
                else
                    begin
                        tx_value <= value[index];
                        cycles <= cycles + 1;
                    end
            end
            STOP: begin
                if (cycles > CYCLES_PER_BIT - 1)
                    begin
                        state <= IDLE;
                        tx_done <= 1;
                        index <= 0;
                    end
                else
                    begin
                        tx_value <= 1;
                        cycles <= cycles + 1;
                    end
            end
            IDLE: begin
                if (send == 1)
                    begin
                        state <= START;
                    end
                else
                    begin
                        state <= IDLE;
                    end
                tx_done <= 0;
                tx_value <= 1;
                cycles <= 0;
            end
            default: begin
                state <= IDLE;
            end
        endcase
    end
    assign tx = tx_value;
    assign done = tx_done;
endmodule
```

## ./config.mk

```make
export PLATFORM = sky130hd
export DESIGN_NAME = uart_echo
export DESIGN_NICKNAME = uart_echo
export VERILOG_FILES = /design/flow/design.v
export SDC_FILE = /design/flow/constraint.sdc
export NUM_CORES = 4
export LEC_CHECK = 1
export CORE_UTILIZATION = 40
export SYNTH_HDL_FRONTEND = slang
```

## ./constraint.sdc

```tcl
current_design uart_echo

set clk_period 2.9
set clk_io_pct 0.2

create_clock -name clk0 -period $clk_period [get_ports {clk}]

set non_clock_inputs [all_inputs -no_clocks]
set_input_delay [expr $clk_period * $clk_io_pct] -clock clk0 $non_clock_inputs
set_output_delay [expr $clk_period * $clk_io_pct] -clock clk0 [all_outputs]
```

==> ci_impl_report.md <==
## Implementation flow summary

| Metric | Value |
|---|---|
| Largest net degree at the start of global routing | `62` |
| Post-synthesis chip area from yosys | `3510 um^2` |
| Achievable clock frequency | `575 MHz` |
| Pwr Density | `74.9 nW/um^2` |
| Flops & latches, synth | `69` |
| RSZ-0062 raised after global routing | `no` |
| Layout cells sized above 1 | `8.49%` |
| CORE AREA | `8340 um^2` |
| Endpoints failing setup | `0` |
| Final setup TNS | `0 ns` |
| Crit. End Element | `flop` |
| Min-delay worst type | `reg2reg` |
| Seq share, synth | `50.5%` |
| Dominant Register Cell | `edfxtp_1` |
| CTS Hold Buffers Added | `0` |
| Worst Tran Pin Value | `0.821 ns` |
| Antenna Nets Post-Route | `0` |
| Placed inst area | `3610 um^2` |
| Register pins left without a clock | `60` |
| Syn_area_per_cell | `10.9 um^2` |
| Syn Inst Count | `323` |
| Worst setup SP type | `flop` |
| Synth async-reset ratio | `0%` |
| Total GRT Usage | `12.7%` |
| Final Max Slew Viols | `0` |
| Fp util | `42.1%` |
| Routability Congestion | `0.810` |
| Clock buffer count from CTS | `3` |
| MaxCap Viol Count | `0` |
| Worst path max stage delay | `0.62 ns` |
| Crit path DRT | `2.80 ns` |
| Die X | `95.7 um` |
| FP Rows | `33` |
| Ys cells | `323` |
| Fin area | `3660 um^2` |
| Met2 GRT Util | `20.1%` |
| Arrival @ worst endpoint | `1.64 ns` |
| H-tree levels | `1` |
| Final min period | `1.74 ns` |
| VDD IR-drop max | `0.000110 V` |
| Residual DRC | `0` |
| First-pass GRT wire length | `9.21 mm` |
| Antenna violations before repair | `0` |
| YS warnings | `0` |
| Clock skew | `0.00145 ns` |
| Cycle use final | `59.9%` |
| Ports | `3` |
| Total wire length | `5.22 mm` |
| Number of global-route vias before repair | `2041` |
| Post-synthesis cell area | `3510 um^2` |
| Via count | `2207` |
| Clock transition at the registers of the reported paths | `0.04 ns` |
| Via density | `5.22` |
| Max Fanout on Critical Path | `6` |
| Hold Fails Final Rpt | `0` |
| Late-Pin Clk Latency | `0.23 ns` |
| M3 GR Usage | `1.54%` |
| Port bufs | `2` |
| GRT Max-Usage Layer | `met1` |
| Post-DP HPWL | `3.68 mm` |
| Clock Tree Buf Depth | `2` |
| CTS tree | `done` |
| Post-CTS Setup Bufs | `0` |
| CP Cell Sequence | `inv_1 > ha_1 > or4b_2 > nor3_4` |
| Setup CP Type | `reg2reg` |
| Die Span Y | `95.7 um` |
| Congestion Overflow GR | `0` |
| DR pass1 iterations | `4` |
| Antenna cells | `0` |
| Slew headroom | `44.2%` |
| Endpoints left unconstrained | `99` |
| Leakage power total | `1.27 nW` |
| CP max-delay cell | `or4b_2` |
| WL/cell | `12.3 um` |
| Post-synth tally of flip-flops with integrated enable | `39` |
| Tool warning count | `31` |
| Die area | `9150 um^2` |
| Area Growth Syn to Fin | `4.24%` |
| Grt met1 use | `20.7%` |
| Clock root buffer | `clkbuf_8` |
| Iter 0 DRT Violations | `66` |
| Status | `completed` |
| CTS resizes | `0` |
| Cell Type Count | `63` |
-- power breakdown --
part | switching, W | internal (W)
logic | 0.00000310 | 0.00000149
registers | 0 | 0.000128
clock network | 0.0000457 | 0.0000954
-- final cells by class --
class                      instances  area [um^2]
timing repair buffer               3         27.5
tap                              105          131
inverter                           7         26.3
fill                             768         4680
multi-input combinational        235         1660
sequential                        69         1770
clock buffer                       4         45.0
-- synth_stat cells, types with 2 or more instances --
library cell,n,area (um^2)
xor2_1,20,175
nor3_1,7,35.0
buf_1,3,11.3
and3_1,5,31.3
nor2b_1,3,18.8
nor2_2,2,12.5
o21a_1,2,15.0
and4_1,5,43.8
nor4b_4,2,47.6
nand2_1,23,86.3
or3_1,4,25.0
nand3_1,15,75.1
inv_1,7,26.3
and2_1,4,25.0
clkbuf_1,3,11.3
nor4_1,3,18.8
nor2_1,38,143
nand2b_1,5,31.3
mux4_2,2,45.0
nand3b_1,2,15.0
a21oi_1,9,45.0
nand4_1,10,62.6
edfxtp_1,39,1170
o21ai_0,12,60.1
ha_1,12,150
buf_2,4,20.0
a31oi_1,4,25.0
nor3b_1,3,22.5
dfxtp_1,30,601
mux2i_1,3,30.0
xnor2_1,10,87.6
-- per-layer routing --
metal / share of wire (%) / vias up / wire [um]
li1: - / 1164 / -
met1: 53 / 1022 / 2750
met2: 45 / 21 / 2370
met3: 1.9 / 0 / 101
met4: 0 / 0 / 0
met5: 0 / - / 0
-- final timing paths --
check | start | endpoint | slack [ns] | depth (start not counted)
max reg2reg | divider.counter[0] | divider.divclk | 1.16 | 4
min | divider.counter[0] | divider.counter[0] | 0.44 | 1
min reg2reg | divider.counter[0] | divider.counter[0] | 0.44 | 1
max | divider.counter[0] | divider.divclk | 1.16 | 4
-- registers in the layout, indices dropped and copies added, names as in the netlist --
register	cells
divider.divclk	1
transmitter.state	2
transmitter.cycles	16
transmitter.index	3
transmitter.value	8
divider.counter	8
receiver.index	3
receiver.out	8
receiver.state	2
receiver.cycles	16
receiver.done	1
transmitter.tx	1
-- cells in the final DEF, fill, tap and decap left out, types with 2 or more instances in the layout --
master and n:
inv_1 7, dfxtp_1 30, and3_1 5, a31oi_1 4, or3_1 4, nand4_1 10
clkdlybuf4s50_1 2, nand3_1 15, nor4b_4 2, nor4_1 3, xor2_1 20, a21oi_1 9
edfxtp_1 39, nand2b_1 5, xnor2_1 10, nand2_1 23, and2_1 4, nor2b_1 3
nand3b_1 2, mux2i_1 3, nor3b_1 3, o21a_1 2, nor2_2 2, clkbuf_8 3
mux4_2 2, nor3_1 7, and4_1 5, nor2_1 38, o21ai_0 12, ha_1 12
-- logic make-up after synthesis --
group	after synthesis	share of synthesized area [%]
compound gates	41	7.77
xor+xnor	30	7.49
fa+ha+maj	12	4.28
buf+inv	19	2.32
flops	69	50.5
mux	6	2.53
simple gates	146	25.1
-- stage by stage --
stage | power (W) | worst slack (ns) | instances | hold slack [ns] | utilization [%]
after floorplan | 0.000131 | 1.28 | 323 | 0.408 | -
after CTS | 0.000279 | 1.16 | 423 | 0.448 | 43.8
after detailed placement | 0.000135 | 1.18 | 419 | 0.431 | 43.3
final | 0.000274 | 1.16 | 423 | 0.442 | 43.8
after global placement | 0.000135 | 1.20 | 419 | 0.424 | 43.3
after global routing | 0.000287 | 1.10 | 423 | 0.481 | 43.8
-- critical path, delay by kind of cell, from the launching register on --
kind | cells | cell delay [ns]
adders and majority gates | 1 | 0.14
buffers and inverters | 1 | 0.07
and+or+nand+nor | 2 | 0.87
DFF | 1 | 0.33
Power and IR drop assume default switching activity.
