### /design/flow/design.v
`timescale 10ns / 10ns
module clkdiv(
    input clk,
    output divclk
);
    parameter CLKDIV_FACTOR = 100;
    logic [7:0] counter;
    logic clk_out;
    initial begin
        counter <= 1;
        clk_out <= 0;
    end
    always @ (posedge clk)
    begin
        counter <= counter + 1;
        if (counter == CLKDIV_FACTOR / 2) begin
            counter <= 1;
            clk_out <= ~clk_out;
        end
    end
    assign divclk = clk_out;
endmodule
`timescale 10ns / 10ns
module led_mapper(
    input write_done,
    input [7:0] byte_in,
    output [7:0] led_out
);
    logic [7:0] led;
    always @ (write_done)
    begin
        led[0] <= byte_in[0];
        led[1] <= byte_in[1];
        led[2] <= byte_in[2];
        led[3] <= byte_in[3];
        led[4] <= byte_in[4];
        led[5] <= byte_in[5];
        led[6] <= byte_in[6];
        led[7] <= byte_in[7];
    end
    assign led_out[0] = led[0];
    assign led_out[1] = led[1];
    assign led_out[2] = led[2];
    assign led_out[3] = led[3];
    assign led_out[4] = led[4];
    assign led_out[5] = led[5];
    assign led_out[6] = led[6];
    assign led_out[7] = led[7];
endmodule
`timescale 10ns / 10ns
module uart_led(
    input clk,
    input tx,
    output [7:0] led
);
    wire divclock;
    wire done;
    wire [7:0] byte_out;
    clkdiv divider(clk, divclock);
    uart_rx receiver(.clk(divclock),
                     .rx(tx),
                     .done(done),
                     .out(byte_out));
    led_mapper mapper(done, byte_out, led);
endmodule
`timescale 10ns / 10ns
module uart_rx #(
    parameter CYCLES_PER_BIT = 10400
) (
    input clk,
    input rx,
    output done,
    output [7:0] out
);
    const logic [1:0] IDLE  = 2'b00;
    const logic [1:0] START = 2'b01;
    const logic [1:0] DATA  = 2'b10;
    const logic [1:0] STOP  = 2'b11;
    logic [7:0] value;    
    logic rx_done;        
    logic [1:0] state;    
    logic [15:0] cycles;  
    logic [2:0] index;    
    initial begin
        state <= IDLE;
        value <= 8'h00;
    end
    always @ (posedge clk)
        begin
            case (state)
                IDLE: begin
                    cycles <= 8'h00;
                    index <= 3'b000;
                    rx_done <= 0;
                    if (rx == 0)
                        state <= START;
                    else
                        state <= IDLE;
                end
                START: begin
                    if (cycles == (CYCLES_PER_BIT - 1) / 2) begin
                        if (rx == 0) begin
                            cycles <= 8'h00;
                            state <= DATA;
                        end
                        else
                            state <= IDLE;
                    end
                    else 
                        begin
                            cycles <= cycles + 1;
                            state <= START;
                        end
                end
                DATA: begin
                    if (cycles > CYCLES_PER_BIT - 1) begin
                        cycles <= 8'h00;
                        value[index] <= rx;
                        if (index < 7) begin
                            index <= index + 1;
                            state <= DATA;
                        end
                        else
                            begin
                                index <= 3'b000;
                                state <= STOP;
                            end
                    end
                    else
                        begin
                            cycles <= cycles + 1;
                            state <= DATA;
                        end
                end
                STOP: begin
                    if (cycles > CYCLES_PER_BIT - 1) begin
                        cycles <= 8'h00;
                        state <= IDLE;
                        rx_done <= 1;
                    end
                    else
                        begin
                            cycles <= cycles + 1;
                            state <= STOP;
                        end
                end
                default: begin
                    state <= IDLE;
                end
            endcase
        end
    assign done = rx_done;
    assign out = value;
endmodule
### /design/flow/run.sh
#!/bin/bash
# OpenROAD 26Q1-2900-gdf79404cd8, Yosys 0.63+post, stock flow scripts
make -C /OpenROAD-flow-scripts/flow DESIGN_CONFIG=/design/flow/config.mk WORK_HOME=/design/flow/orfs finish
### /design/flow/config.mk
export PLATFORM = sky130hd
export DESIGN_NAME = uart_led
export DESIGN_NICKNAME = uart_led
export VERILOG_FILES = /design/flow/design.v
export SDC_FILE = /design/flow/constraint.sdc
export NUM_CORES = 4
export LEC_CHECK = 1
export CORE_UTILIZATION = 40
export SYNTH_HDL_FRONTEND = slang
### /design/flow/constraint.sdc
current_design uart_led

set clk_period 1.4
set clk_io_pct 0.2

create_clock -name clk0 -period $clk_period [get_ports {clk}]

set non_clock_inputs [all_inputs -no_clocks]
set_input_delay [expr $clk_period * $clk_io_pct] -clock clk0 $non_clock_inputs
set_output_delay [expr $clk_period * $clk_io_pct] -clock clk0 [all_outputs]
==> flow_summary_export.csv <==
group,metric,value,unit
run_status,outcome,"finished, violations left",
run_status,violations,"setup timing",
drt,routed_wl,2940,um
job,cap_violations,0,
logic_synthesis,ys.flop_type,"dfxtp_1",
logic_synthesis,synth_cells,182,
sta,report.final.hold_viol_count,0,
logic_synthesis,syn-cell-area,0.00183,mm2
grt,grt_max_degree,30,
logic_synthesis,ys.warnings.count,0,
sta,fin_ws,-0.0134,ns
layout,area_delta_synth_final,14.0,%
drt,drcViolationCount,0,
power,ir_worst_vdd,0.512,mV
cts,clk_pin_slew,0.04,ns
cts,cts_buffer_depth,2,
sta,rsz0062_at_grt,"true",
sta,finalSetupViolCount,1,
die,io_pins,10,
layout,layout-drive-gt1-share,0.152,
critical_path,cp_data_arrival_time,1.34,ns
die,die_x,69.6,um
critical_path,cp-start-kind,"register",
cts,clk_latency,0.23,ns
die,coreArea,0.00438,mm2
job,tool_warnings,29,
cts,cts_buffers,3,
drt,diodes,0,
critical_path,crit_path_cell_trace,"inv_2 -> ha_4 -> or4b_4 -> nor3_4",
drt,drt-pass1-iter-count,4,
grt,grt_use_total,0.134,
grt,antenna_found_initial,0,
die,initCoreUtil,0.417,
logic_synthesis,topCellsByArea,"dfxtp_1 (32%), edfxtp_1 (15%), nor2_1 (5.7%), xnor2_1 (3.8%), xor2_1 (3.8%)",
placed_design,gp_congestion,0.838,
cts,htree_levels,1,
placed_design,place_hpwl,2220,um
logic_synthesis,post_synth.cell_area_avg,10.0,um2
die,die_area,0.00484,mm2
critical_path,critPathTopFamily,"simple AND/OR/NAND/NOR gates",
sta,fin_crit,1.41,ns
cts,cts_tree,"done",
critical_path,cp-end-kind,"register",
sta,worst_pin_slew,0.733,ns
sta,finalClockPeriodUsage,1.01,
cts,cts_setup_buffers,0,
placed_design,place.port_buffers,9,
logic_synthesis,ys_cells,182,
logic_synthesis,top_cell,"dfxtp_1",
logic_synthesis,top_cell_area_share,0.318,
drt,ant_nets,0,
critical_path,cp_max_fo,2,
drt,vias_per_cell,5.14,
cts,cts-root-buf,"clkbuf_8",
sta,finClkSkew,0.00119,ns
sta,slew_headroom,0.510,
logic_synthesis,yosysChipArea,0.00183,mm2
logic_synthesis,edf_count,9,
drt,routedWlPerCell,11.8,um
die,row_count,24,
grt,grt_pass1_vias,1243,
sta,slew_violations,0,
logic_synthesis,post_synth_num_cell_types,45,
critical_path,worstSetupPathType,"register to register",
grt,grt-ovfl-total,0,
sta,hold_ws,0.455,ns
grt,grt_first_pass_wirelength,5400,um
drt,vias,1281,
logic_synthesis,yosys.area.top_type,"dfxtp_1",
power,power_density,271,mW/mm2
sta,fmax,708,MHz
layout,final_core_utilization,0.475,
logic_synthesis,synth_flops,38,
logic_synthesis,ys_seq_frac,0.465,
sta,unclocked_pins,29,
min_path,hp-class,"register to register",
drt,dr.first_iter.drc_count,97,
critical_path,path_buffers,1,
power,p_leak,0.801,nW
sta,untimed_endpoints,45,
die,die_h,69.6,um
placed_design,pre_cts_slack,-0.0419,ns
critical_path,slowest_stage,"or4b_4",
critical_path,slowest_delay,0.46,ns
logic_synthesis,async_flop_share,0,
logic_synthesis,common_cells,"dfxtp_1 (29), nor2_1 (28), nand3_1 (11)",
critical_path,required,1.33,ns
final timing paths:
kind,startpoint,to,slack (ns),depth (start not counted)
min,divider.counter[7],divider.counter[7],0.45,1
max,divider.counter[0],divider.divclk,-0.01,4
min reg2reg,divider.counter[7],divider.counter[7],0.45,1
max reg2reg,divider.counter[0],divider.divclk,-0.01,4
kinds of logic (layout without fill, tap and decap cells):
| family | after synthesis | after routing | synth area share |
|---|---|---|---|
| AND/OR/NAND/NOR | 90 | 90 | 0.302 |
| flip-flops | 38 | 38 | 0.465 |
| AND-OR/OR-AND | 19 | 19 | 0.0814 |
| XOR/XNOR | 16 | 16 | 0.0767 |
| buffers and inverters | 13 | 28 | 0.0287 |
| adder cells (fa/ha/maj) | 4 | 4 | 0.0274 |
| multiplexers | 2 | 2 | 0.0185 |
layout make-up:
type	instances	area, um2
Sequential cell	38	853
Inverter	9	33.8
Timing Repair Buffer	15	139
Fill cell	405	2300
Clock buffer	4	45.0
Tap cell	52	65.1
Multi-Input combinational cell	131	947
placed cells by master (no fill, tap or decap), types with 2 or more instances in the layout:
| cell | netlist | layout |
|---|---|---|
| dfxtp_2 | 0 | 2 |
| ha_1 | 4 | 3 |
| o21a_1 | 2 | 2 |
| buf_4 | 1 | 5 |
| nor4_2 | 2 | 2 |
| nor2b_1 | 2 | 2 |
| nand3b_1 | 2 | 2 |
| nand2b_1 | 2 | 2 |
| nor3b_1 | 2 | 2 |
| nand2_1 | 8 | 8 |
| clkdlybuf4s50_1 | 0 | 9 |
| nor4_1 | 3 | 3 |
| nor2_1 | 28 | 28 |
| a21oi_1 | 4 | 4 |
| dfxtp_1 | 29 | 27 |
| nor3_1 | 3 | 3 |
| clkbuf_8 | 0 | 3 |
| o21ai_1 | 3 | 3 |
| nand4_1 | 2 | 2 |
| o211ai_1 | 2 | 2 |
| nor3_4 | 1 | 2 |
| nor4b_1 | 2 | 2 |
| and3_1 | 10 | 10 |
| or2_1 | 2 | 2 |
| edfxtp_1 | 9 | 9 |
| inv_1 | 9 | 8 |
| xor2_1 | 8 | 8 |
| nand3_1 | 11 | 11 |
| xnor2_1 | 8 | 8 |
| nor3_2 | 3 | 2 |
repair_timing:
action                     CTS  global route
gates resized                1             6
setup endpoints to repair    6             6
hold buffers                 0             0
flip-flops by register name, indices dropped and copies added, names as in the netlist:
name             cells
receiver.cycles     16
divider.counter      8
receiver.out         8
receiver.index       3
receiver.state       2
divider.divclk       1
power by group:
group | internal (W) | total (W) | switching, W | leakage [nW]
sequential | 0.000265 | 0.000265 | 0 | 0.320
combinational | 0.00000313 | 0.00000766 | 0.00000453 | 0.458
clock | 0.000198 | 0.000291 | 0.0000939 | 0.0228
through the flow:
| step | TNS (ns) | area (um2) | cells | power (W) |
|---|---|---|---|---|
| final | -0.0134 | 2080 | 249 | 0.000564 |
| after global routing | -0.296 | 2080 | 249 | 0.000591 |
| after CTS | -0.0838 | 2060 | 249 | 0.000574 |
| after detailed placement | -0.221 | 2020 | 245 | 0.000278 |
| after global placement | 0 | 2020 | 245 | 0.000278 |
| after floorplan | -0.0673 | 1830 | 182 | 0.000271 |
metal layers:
metal	part of all wire	up-vias	track usage
li1	-	672	-
met1	0.55	595	0.233
met2	0.42	14	0.205
met3	0.025	0	0.00442
met4	0	0	0.00907
met5	0	-	0
worst reg2reg max path, cell delays in order, from the launching register on:
cell     delay, ns
dfxtp_2       0.32
inv_2         0.06
ha_4          0.12
or4b_4        0.46
nor3_4        0.16
Power and IR drop assume default switching activity.
